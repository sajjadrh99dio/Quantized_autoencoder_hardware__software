==> design/flow/design.v <==
`timescale 1ns/1ns
`default_nettype none
module clip #(
    parameter Input_WIDTH = 16,
    parameter Input_FRACTION = 12,
    parameter Output_WIDTH = 12,
    parameter Output_FRACTION = 10
)
(
    input wire clk,
    input wire valid,
    input wire [Input_WIDTH - 1 : 0] x,
    output reg signed [Output_WIDTH - 1 : 0] out,
    output reg out_ready
);
reg [Output_WIDTH - 1 : 0] max = {1'b0, {(Output_WIDTH - 1){1'b1}}};
reg [Output_WIDTH - 1 : 0] min = {1'b1, {(Output_WIDTH - 1){1'b0}}};
reg [Output_WIDTH + (Input_FRACTION - Output_FRACTION) - 1 : 0] aligned_min = min << (Input_FRACTION - Output_FRACTION);
reg [Output_WIDTH + (Input_FRACTION - Output_FRACTION) - 1 : 0] aligned_max = max << (Input_FRACTION - Output_FRACTION);
always @(posedge clk) 
begin
    out_ready <= 1'b0;
    if (valid) begin
        if ($signed(x) >= $signed(aligned_max)) begin
            out <= max;
        end
        else if ($signed(x) <= $signed(aligned_min)) begin
            out <= min;
        end
        else begin
            out <= {x[$high(x)],x[Input_FRACTION - Output_FRACTION +: Output_WIDTH - 1]};
        end
        out_ready <= 1'b1;
    end
end
endmodule
`default_nettype wire
==> design/flow/run.sh <==
#!/bin/bash
# OpenROAD 26Q1-2900-gdf79404cd8, Yosys 0.63+post, stock flow scripts
make -C /OpenROAD-flow-scripts/flow DESIGN_CONFIG=/design/flow/config.mk WORK_HOME=/design/flow/orfs finish
==> design/flow/config.mk <==
export PLATFORM = sky130hd
export DESIGN_NAME = clip
export DESIGN_NICKNAME = clip
export VERILOG_FILES = /design/flow/design.v
export SDC_FILE = /design/flow/constraint.sdc
export NUM_CORES = 4
export LEC_CHECK = 1
export CORE_AREA = 10 10 70 70
export DIE_AREA = 0 0 80 80
==> design/flow/constraint.sdc <==
current_design clip

set clk_period 1.9
set clk_io_pct 0.2

create_clock -name clk0 -period $clk_period [get_ports {clk}]

set non_clock_inputs [all_inputs -no_clocks]
set_input_delay [expr $clk_period * $clk_io_pct] -clock clk0 $non_clock_inputs
set_output_delay [expr $clk_period * $clk_io_pct] -clock clk0 [all_outputs]
==> results_slide.txt <==
Implementation Results

Timing
  • Final setup vio count: 0
  • Worst Tran Pin Value: 0.318 ns
  • Final Max-Slew Violation Tally: 0
  • Hold Fails Final Rpt: 0
  • Period utilisation layout: between 70% and 80%
  • Achievable frequency: 0.690 GHz
  • Final min period: 1.45 ns
  • RSZ-0062 raised after global routing: no
  • Fin Setup TNS: 0 ns
  • Rel. slew slack: 78.8%

Synthesis
  • Largest cells by area: edfxtp_1 (68%), inv_1 (7.1%), o21ai_0 (5.6%), dfxtp_1 (3.8%), a21boi_4 (3.5%)
  • Top FF cell, synth: edfxtp_1
  • Sequential element share of the synthesized area: 71.5%
  • Top cells by count: edfxtp_1 (12), inv_1 (10), o21ai_0 (6), o21ai_1 (3)
  • Post-synth cell types: 11
  • Seq cells post-synth: 13
  • Yosys top cell by area: edfxtp_1
  • Cell count in the Yosys report: 41
  • Top-count cell post-synth: edfxtp_1
  • Gate Count Post-Synth: 41
  • Synth warnings: 1
  • Number of enable flip-flop cells: 12
  • Asr flop ratio synth: 0%
  • Synth top area share: about two thirds
  • Synthesis area per yosys: 532 um^2
  • Average instance area after synthesis: 13.0 um^2
  • Post-Synthesis Cell Area: 532 um^2

Clock tree
  • Register clock-pin slew on the reported worst setup and hold paths: 0.07 ns
  • Max Buffers Root-to-Sink: 2
  • Cts hold-fix bufs: 0
  • Clock sinks: 13
  • H-tree depth: 1
  • Resized cells post-CTS: 0
  • Num CTS Buffers: 3
  • CTS tree: yes
  • Post-CTS Setup Bufs: 0
  • Clk root buf: clkbuf_4

Routing
  • Initial DRT Pass Iterations: 2
  • N_diodes: 0
  • Per-cell routed wire length: 10.2 um
  • Via-to-Cell Ratio: 3.24
  • Antenna viol nets, final: 0
  • DR vias: between 300 and 400
  • Violation tally from detailed-route iteration zero: 4
  • Total Wirelength: 1220 um
  • Number of remaining DRC errors: 0

Die
  • Fp util: 15.6%
  • Die W: ~80 um
  • IO Count: 31
  • Die ar.: 0.00640 mm^2
  • Row Count: 21
  • Core Area: 0.00342 mm^2
  • Die Ht: 80 um

Global routing
  • Most Used Layer, Global Route: met2
  • Grt ovf: 0
  • First-pass GRT wire length: 1790 um
  • Initial antenna violation count: 0
  • Aggregate global-route resource usage: 3.75%
  • Vias in the first global route: slightly above 400
  • Met2 Track Usage GR: 6.98%
  • Pin count of the biggest net entering global routing: 14
  • Grt met1 use: 3.52%
  • Met3 Use GR: 2.50%

Job
  • Tool warning count: 27
  • MaxCap Viol Count: 0

Setup path
  • Worst Path Buf+Inv: 1
  • Crit path max fanout: 1
  • Slowest stage delay, CP: 0.47 ns
  • Crit path required time: 1.52 ns
  • CP startpoint kind: register
  • Slowest-stage cell, CP: clkdlybuf4s50_1
  • Crit-path cells: clkdlybuf4s50_1
  • CP Data Arrival Time: 1.07 ns
  • Worst Setup Path Type: register to output pin
  • CP top delay family: buffers and inverters
  • CP endpoint kind: output pin

Cells and area
  • Finished Core Util: 26.3%
  • Fillers: around 380
  • Sequential cell area: 380 um^2
  • Share of layout cells above drive strength 1: ~8%
  • Area growth syn-to-layout: 69.2%
  • Comb gate area: 110 um^2

Pwr
  • LEAKAGE: 0.000344 uW
  • Tot Pwr: ~620 uW
  • Power per cell area: 688 mW/mm^2
  • Worst ir drop on vdd: 0.000261 V

Worst hold path
  • Hold/Removal Path Class: input pin to register
  • Hold Path End: out_ready
  • Hold path depth: 2
  • HP Start: valid

Place
  • Port bufs: 28
  • Final Wtd Congestion: 0.692
  • HPWL after DPL: 1050 um

Run status
  • Outcome: finished, final reports clean
placed cells by master, fill, tap and decap left out:
cell type        instances
a21boi_0                 2
a21boi_4                 1
buf_4                    1
clkbuf_1                 1
clkbuf_4                 3
clkdlybuf4s50_1         28
dfxtp_1                  1
edfxtp_1                12
inv_1                   10
nor2_1                   2
o21ai_0                  6
o21ai_1                  3
o21bai_2                 1
o22ai_1                  2
layout make-up:
type	count	share of cell area, %
Multi-Input combinational cell	17	12.2
Tap cell	46	6.40
Clock buffer	4	2.92
Timing Repair Buffer	29	32.0
Inverter	10	4.17
Sequential cell	13	42.3
power breakdown:
part / internal [uW] / total, uW / switching [uW]
combinational: 78.6 / 110 / 31.6
clock: 81.2 / 160 / 79.2
sequential: 343 / 348 / 5.74
total: 502 / 619 / 117
per-layer routing:
metal	wire, um	vias to the layer above
met5	0	-
met3	130	0
met2	629	20
li1	-	204
met1	456	161
met4	0	0
cell families (layout without fill, tap and decap cells):
kind of cell,count (synthesis),count (layout),synth area share (%)
buffers and inverters,11,43,7.76
DFF,13,13,71.5
and+or+nand+nor,2,2,1.41
AOI/OAI and AO/OA,15,15,19.3
state kept, by name, indices dropped and copies added (netlist names):
register and count:
out 12, out_ready 1
through the flow:
step	instance area (um^2)	std cells	hold WS, ns	setup slack [ns]
final	900	119	0.765	0.451
after global routing	900	119	0.765	0.349
after CTS	900	119	0.763	0.426
after detailed placement	873	115	1.05	0.199
after global placement	873	115	1.05	0.229
after floorplan	532	41	0.408	0.937
how the worst max path moves through the flow:
stage | from | to | depth (start not counted)
CTS | out[11] | out[11] | 1
global route | x[14] | out[4] | 3
finish | out[11] | out[11] | 1
No activity file was given, so power comes from the tool's default toggle rates.
