## design.v

```verilog
`timescale 1ns/1ns
`default_nettype none
module ReLu #(
    parameter Input_WIDTH = 16,
    parameter FRACTION = 14
)
(
    input wire clk,
    input wire valid,
    input wire [Input_WIDTH - 1 : 0] x,
    output reg signed [Input_WIDTH - 1 : 0] out,
    output reg out_ready
);
always @(posedge clk) 
begin
    out_ready <= 1'b0;
    if (valid) begin
        if (x[$high(x)]) begin
            out <= 'b0;
        end
        else begin
            out <= x;
        end
        out_ready <= 1'b1;
    end
end
endmodule
`default_nettype wire
```

## run.sh

```bash
#!/bin/bash
# OpenROAD 26Q1-2900-gdf79404cd8, Yosys 0.63+post, stock flow scripts
make -C /OpenROAD-flow-scripts/flow DESIGN_CONFIG=/design/flow/config.mk WORK_HOME=/design/flow/orfs finish
```

## config.mk

```make
export PLATFORM = sky130hd
export DESIGN_NAME = ReLu
export DESIGN_NICKNAME = ReLu
export VERILOG_FILES = /design/flow/design.v
export SDC_FILE = /design/flow/constraint.sdc
export NUM_CORES = 4
export LEC_CHECK = 1
export CORE_AREA = 10 10 70 70
export DIE_AREA = 0 0 80 80
```

## constraint.sdc

```tcl
current_design ReLu

set clk_period 1.0
set clk_io_pct 0.2

create_clock -name clk0 -period $clk_period [get_ports {clk}]

set non_clock_inputs [all_inputs -no_clocks]
set_input_delay [expr $clk_period * $clk_io_pct] -clock clk0 $non_clock_inputs
set_output_delay [expr $clk_period * $clk_io_pct] -clock clk0 [all_outputs]
```

==> results.yml <==
# synthesis and place-and-route metrics
floorplan:
  num_rows: 21
  ios: 35
  dieArea_um2: 6400
  fp_util_pct: 18.0
  dieWidth_um: 80
  coreArea_um2: 3420
  die_y_um: 80
job:
  drv_cap: 0
  warning_count: 27
final_layout:
  drive_above_1_share_pct: 45.2
  postLayoutCellArea_um2: 962
  fillers: 379
  syn_to_final_growth_pct: 56.6
synthesis:
  ff_type: "edfxtp_1"
  enable_flop_cells: 15
  ys_cells: 34
  yosysMostFrequentCell: "edfxtp_1"
  top_area_share_pct: 73.3
  top_cells_by_count: "edfxtp_1, nor2b_2, and2b_2, nor2b_1, and2b_1"
  ys_warn_count: 1
  synth_area_um2: 614
  synthCells: 34
  numSynthFlops: 16
  synth-async-reset-ratio_pct: 0
  synth_cell_types: 9
  avgSynthCellArea_um2: 18.1
  topCellsByArea: "edfxtp_1, nor2b_2, and2b_2"
  yosys.area.top_type: "edfxtp_1"
  synth_seq_share_pct: 76.6
  yosys_area_um2: 614
clock_network:
  cts-htree-levels: 1
  cts_buffers: 3
  root_buffer: "clkbuf_4"
  clk_path_buf_depth: 2
  clock-sinks: 16
  hold_buffers: 0
  cts.clk_slew.worst_paths_ps: 90
  cts_setup_buffers: 0
  cts_tree: "done"
setup_path:
  cp_slowest_cell: "edfxtp_1"
  crit_type: "reg -> out"
  max_stage_delay_ps: 370
  crit_family: "flip-flops"
  critPathArrivalTime_ps: 770
  cp.buffers_inverters: 1
  critPathRequiredTime_ps: 800
  crit_path_start_kind: "flip-flop"
  cp_max_fo: 1
  worstSetupEndpointType: "output port"
  path_cells: "buf_2"
global_route:
  grt_overflow_total: 0
  grt_pass1_vias: 436
  grt_pass1_wl_um: 2130
  grt_max_degree: 10
  antenna_found_initial: 0
  grt_use_total_pct: 4.38
detailed_routing:
  drtAntennaViolNets: 0
  dr.pass1.iters: 2
  drt_iter0_markers: 7
  antenna_cells: 0
  vias: 377
  viasPerCell: 3.17
  wire_per_inst_um: 11.9
  routed_wl_um: 1420
  remaining_drc_errors: 0
timing:
  period_minus_slack_ps: 972
  finalSetupViolCount: 0
  grt_setup_unrepaired: "yes"
  max_freq_mhz: 1030
  finalHoldViolations: 0
  slew_violations: 0
  fin_crit_sh_pct: 97.2
place:
  hpwl_um: 1230
  place_area_um2: 1010
  gp_congestion: 0.659
  numPortBuffers: 33
power_and_ir_drop:
  vdd_drop_max_uv: 316
  p_leak_nw: 0.385
  powerDensity_nw_per_um2: 1350
  finalPower_w: 0.00129
hold_path:
  min_to: "out[14]"
  min_path_cells: 2
  hold_path_startpoint: "x[15]"
  worstHoldPathType: "in -> reg"
outcome:
  status: "finished, final reports clean"
stage by stage:
| stage | worst slack [ps] | hold slack [ps] | utilization [%] | cells | TNS (ps) |
|---|---|---|---|---|---|
| floorplan | 364 | 228 | - | 34 | 0 |
| global placement | -270 | 871 | 29.7 | 115 | -6010 |
| detailed placement | -288 | 867 | 29.7 | 115 | -6120 |
| CTS | -72.4 | 566 | 28.4 | 119 | -72.4 |
| global route | -45.5 | 410 | 28.2 | 119 | -188 |
| finish | 28.1 | 397 | 28.2 | 119 | 0 |
cell type report:
type,count,area [µm²],area share [%]
sequential,16,470,48.9
clock inverter,1,3.75,0.390
tap,46,57.6,5.98
multi-input combinational,16,125,13.0
clock buffer,3,22.5,2.34
timing repair buffer,37,283,29.4
layout by cell type (no fill, tap or decap), types with 2 or more instances in the layout:
master	instances
clkbuf_4	3
buf_4	4
edfxtp_1	15
and2b_1	2
nor2b_1	3
nor2b_2	7
and2b_2	3
clkdlybuf4s50_1	16
buf_2	14
clkbuf_2	2
registers in the layout (all words and copies together), names as in the netlist:
register	count
out	15
out_ready	1
kinds of logic after synthesis:
kind of cell  share of synthesized area, %
flops                                 76.6
other cells                          0.610
simple gates                          19.8
buf+inv                               3.06
power breakdown:
| group | switching (W) | internal, W | total, W | leakage, nW |
|---|---|---|---|---|
| Clock | 0.000188 | 0.000144 | 0.000332 | 0.0154 |
| Sequential | 0.00000918 | 0.000787 | 0.000796 | 0.153 |
| Combinational | 0.0000464 | 0.000119 | 0.000165 | 0.216 |
how the worst max path moves through the flow:
stage        from      end  slack (ps)  depth (start not counted)
6_report   out[1]   out[1]          30                          1
5_1_grt    out[2]   out[2]         -50                          1
4_1_cts   out[12]  out[12]         -70                          1
timing repair:
action                                  4_1_cts  5_1_grt
gates resized                                46        3
endpoints found under the setup margin       16       21
gates cloned                                  0        0
per-layer routing:
| layer | wire [µm] | track usage [%] | part of all wire, % | up-vias |
|---|---|---|---|---|
| met5 | 0 | 0 | 0 | - |
| li1 | - | - | - | 191 |
| met4 | 6 | 0.704 | 0.42 | 0 |
| met2 | 709 | 7.54 | 50 | 19 |
| met3 | 194 | 2.95 | 14 | 2 |
| met1 | 503 | 4.31 | 36 | 165 |
Power figures rest on the tool's default switching activity, not on a simulated workload.
